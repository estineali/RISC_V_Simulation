**design.v**
```verilog
module Data_Memory
(
	input MemWrite, MemRead, clk,
	input [63:0] Mem_Addr, Write_Data,
	output reg [63:0] Read_Data
);
	reg [7:0] Storage [63:0];
	initial
	begin
		Storage[0] <= 8'b00000000;
		Storage[1] <= 8'b01000111;
		Storage[2] <= 8'b11111101;
		Storage[3] <= 8'b01000001;
		Storage[4] <= 8'b00101110;
		Storage[5] <= 8'b11111000;
		Storage[6] <= 8'b00101011;
		Storage[7] <= 8'b00110001;
		Storage[8] <= 8'b10110110;
		Storage[9] <= 8'b10000000;
		Storage[10] <= 8'b00100111;
		Storage[11] <= 8'b00101111;
		Storage[12] <= 8'b10010010;
		Storage[13] <= 8'b11011001;
		Storage[14] <= 8'b10000110;
		Storage[15] <= 8'b00110110;
	end
	always @ (Mem_Addr or MemRead or clk) 
	begin
		if (MemRead == 1'b1)
		begin
			Read_Data <= {Storage[Mem_Addr + 7], Storage[Mem_Addr + 6], Storage[Mem_Addr + 5], Storage[Mem_Addr + 4], 
							Storage[Mem_Addr + 3], Storage[Mem_Addr + 2], Storage[Mem_Addr + 1], Storage[Mem_Addr]};
		end
	end
	always @(posedge clk)
	begin
		if (MemWrite == 1'b1)
		begin
			Storage[Mem_Addr + 7] <= Write_Data[63:56];
			Storage[Mem_Addr + 6] <= Write_Data[55:48];
			Storage[Mem_Addr + 5] <= Write_Data[47:40];
			Storage[Mem_Addr + 4] <= Write_Data[39:32];			 
			Storage[Mem_Addr + 3] <= Write_Data[31:24];
			Storage[Mem_Addr + 2] <= Write_Data[23:16];
			Storage[Mem_Addr + 1] <= Write_Data[15:8];
			Storage[Mem_Addr] <= Write_Data[7:0];
		end
	end
endmodule
```
**run.sh**
```bash
#!/bin/bash
# OpenROAD 26Q1-2900-gdf79404cd8, Yosys 0.63+post, stock flow scripts
make -C /OpenROAD-flow-scripts/flow DESIGN_CONFIG=/design/flow/config.mk WORK_HOME=/design/flow/orfs finish
```
**config.mk**
```make
export PLATFORM = sky130hd
export DESIGN_NAME = Data_Memory
export DESIGN_NICKNAME = Data_Memory
export VERILOG_FILES = /design/flow/design.v
export SDC_FILE = /design/flow/constraint.sdc
export NUM_CORES = 4
export LEC_CHECK = 1
export CORE_UTILIZATION = 40
```
**constraint.sdc**
```tcl
current_design Data_Memory

set clk_period 15.2
set clk_io_pct 0.2

create_clock -name clk0 -period $clk_period [get_ports {clk}]

set non_clock_inputs [all_inputs -no_clocks]
set_input_delay [expr $clk_period * $clk_io_pct] -clock clk0 $non_clock_inputs
set_output_delay [expr $clk_period * $clk_io_pct] -clock clk0 [all_outputs]
```
==> reports/qor.yml <==
fp_util_pct: 40.3
postSynthAreaPerCell_um2: 9.16
area_leaders: "mux4_2 22%, edfxtp_1 20%, clkbuf_1 3.7%"
ff_type: "edfxtp_1"
die_width_um: 440
gp_congestion: 1.35
port-buffer-count: 136
synthDistinctLibCells: 113
cts_setup_buffers: 0
clock_path_buffers: 3
async_reset_ff_share_pct: 0
largest_area_cell: "mux4_2"
error: "[ERROR GRT-0116] Global routing finished with congestion. Check the congestion regions in the DRC Viewer."
grt_max_degree: 120
pin_count: 195
place_area_um2: 82300
die_h_um: 440
lastStage: "global routing (5_1_grt)"
yosysChipArea_um2: 76600
cts_buffers: 71
grt_pass1_wl_um: 997000
cts_hold_buf: 0
status: "did not finish"
ys_warn_count: 1
cts_root_buf: "clkbuf_16"
top_cells_by_count: "754 x mux4_2, 747 x clkbuf_1, 585 x nor2_1"
synth_area_um2: 76600
grt_overflow: 87
grt_pass1_vias: 101000
unclocked_pins: 64
ys_cells: 8365
rows: 160
cts_resized: 0
ys_ff: 576
dp_hpwl_um: 530000
grtUsageTotal_pct: 81.5
netlist_instances: 8365
top_cell: "mux4_2"
synth-edff-count: 512
top_area_share_pct: 22.2
unconstrained_endpoints: 128
htreeDepth: 3
[kinds of logic after synthesis]
| family | share of synthesized area (%) |
|---|---|
| latches | 1.25 |
| buffers and inverters | 6.58 |
| and+or+nand+nor | 13.8 |
| muxes | 25.4 |
| AOI/OAI and AO/OA | 32.3 |
| adders and majority gates | 0.147 |
| xor gates and xnor gates | 0.523 |
| DFF | 20.1 |
[routing by layer]
metal	global-route usage [%]	overflow
met3	76.3	37
met2	89.7	19
met1	83.9	13
met5	65.0	1
met4	69.8	17
[stage by stage]
step	hold slack, ns	setup WS (ns)	utilization, %	power, mW	std cells
floorplan	3.42	8.25	-	3.29	8365
global placement	3.64	6.56	43.3	5.01	10600
detailed placement	3.64	6.61	43.3	5.03	10600
CTS	2.88	7.33	44.4	6.69	10700
Power and IR drop assume default switching activity.
