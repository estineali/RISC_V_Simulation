===== flow/config.mk =====
export PLATFORM = sky130hd
export DESIGN_NAME = MUX
export DESIGN_NICKNAME = MUX
export VERILOG_FILES = /design/flow/design.v
export SDC_FILE = /design/flow/constraint.sdc
export NUM_CORES = 4
export LEC_CHECK = 1
export CORE_AREA = 10 10 95 95
export DIE_AREA = 0 0 105 105

===== flow/design.v =====
module MUX
(	
	input[63:0] a,
	input[63:0] b,
	input s,
	output reg[63:0] o
);
	always @ (s or a or b)
	begin
		if (s)
			o <= a;
		else
			o <= b;
	end
endmodule

===== flow/run.sh =====
#!/bin/bash
# OpenROAD 26Q1-2900-gdf79404cd8, Yosys 0.63+post, stock flow scripts
make -C /OpenROAD-flow-scripts/flow DESIGN_CONFIG=/design/flow/config.mk WORK_HOME=/design/flow/orfs finish

===== flow/constraint.sdc =====
current_design MUX

set clk_period 1.0
set clk_io_pct 0.2

create_clock -name clk0 -period $clk_period

set non_clock_inputs [all_inputs -no_clocks]
set_input_delay [expr $clk_period * $clk_io_pct] -clock clk0 $non_clock_inputs
set_output_delay [expr $clk_period * $clk_io_pct] -clock clk0 [all_outputs]

==> flow_metrics.py <==
# Generated from Yosys and OpenROAD reports
metrics = {
    "outcome": {
        "violations": "negative setup slack",
        "outcome": "complete, but fails checks",
    },
    "floorplan": {
        "die_area_um2": 11000,
        "fp-utilization_pct": 15.6,
        "die_h_um": 105,
        "core_area_um2": 6910,
        "dieWidth_um": 105,
        "num_rows": 30,
        "io_pins": 193,
    },
    "setup_path": {
        "startpoint_type": "input port",
        "crit_arrival_ns": 0.89,
        "end_kind": "output port",
        "path_class": "in2out",
        "worstPathRequired_ns": 0.80,
        "startpoint": "s",
        "path_max_fanout": 6,
    },
    "synthesis": {
        "yosysCellCount": 71,
        "top_area_share_pct": 83.6,
        "synthTopCellsByArea": "mux2_4 84%, buf_12 11%, mux2_2 4.2%",
        "synth.cellmix.xorXnorShare_pct": 0,
        "synth.cell_area_um2": 1080,
        "synth-seq-area-share_pct": 0,
        "yosys-stat-area_um2": 1080,
        "ys_sh_adder_pct": 0,
        "yosysWarningCount": 1,
        "simple_gate_area_share_pct": 0,
        "ys_top_logic_family": "multiplexers",
        "largest_area_cell": "mux2_4",
        "syn_avg_cell_area_um2": 15.2,
        "aoi_share_pct": 0,
        "ys_sh_mux_pct": 87.8,
        "yosysUniqueCellTypes": 4,
        "netlist_instances": 71,
    },
    "timing": {
        "fin_crit_ns": 1.09,
        "hold_viol": 0,
        "rsz0062_at_grt": "true",
        "setup_viol": 64,
        "hold_slack_ns": 0.796,
        "fmax_mhz": 913,
        "finalSetupTns_ns": -5.43,
        "period_used_pct": 109,
        "slew_viol_final": 0,
        "fin_ws_ns": -0.0949,
        "slew_headroom_pct": 94.1,
        "worst_pin_slew_ns": 0.0888,
    },
    "finish": {
        "stdcell_count": 366,
        "clkbuf_count": 0,
        "drive_gt1_share_pct": 52.6,
        "mi_logic_area_um2": 961,
        "ff_latch_area_um2": 0,
        "n_fill_cell": 721,
        "area.growth.synth_to_final_pct": 194,
        "flop-count": 0,
    },
    "placed_design": {
        "pre_cts_ws_ns": -0.542,
        "detailed_place_hpwl_mm": 5.98,
        "place_congestion": 0.725,
        "numPlacedInstances": 358,
        "io_buffers": 193,
    },
    "routing": {
        "drc": 0,
        "drt_pass1_iterations": 4,
        "drt_iter0_drc": 15,
        "ant_nets": 0,
        "antennaDiodeCount": 0,
        "vias": 1376,
        "routed_wl_mm": 6.92,
        "post_drt_wl_per_cell_um": 18.9,
        "drt-vias-per-instance": 3.76,
    },
    "global_route": {
        "grt_pass1_vias": 1504,
        "overflow": 0,
        "antenna_found_initial": 0,
        "grt_max_degree": 8,
        "groute.usage.overall_pct": 11.5,
        "grt_pass1_wl_mm": 9.89,
    },
    "min_path": {
        "hold_path.class": "in2out",
        "min_from": "a[21]",
    },
    "power": {
        "ir_worst_vdd_v": 0.000189,
        "p_leak_nw": 1.71,
        "p_per_area_nw_per_um2": 404,
        "totalPowerFinal_w": 0.00128,
    },
    "clock_tree": {
        "cts_setup_buffers": 0,
        "hold_buffers": 0,
    },
    "job": {
        "tool_warnings": 34,
        "drv_cap": 0,
    },
}
critical path, cell delays in order:
cell and delay, ns:
buf_16 0.14, buf_16 0.15, mux2_4 0.30, buf_6 0.11
synth_stat cells:
cell type / n
buf_12: 6
mux2_2: 4
buf_6: 1
mux2_4: 60
cell usage in the layout (no fill, tap or decap):
| cell type | instances |
|---|---|
| buf_12 | 4 |
| buf_2 | 16 |
| dlygate4sd2_1 | 128 |
| mux2_4 | 64 |
| buf_16 | 9 |
| buf_6 | 48 |
| buf_8 | 1 |
routing by layer:
layer / GRT usage [%] / part of all wire [%] / wire length (um) / up-vias
met5: 0 / 0 / 0 / -
met4: 0.392 / 0.39 / 27 / 0
met3: 3.48 / 7.6 / 525 / 2
met2: 22.6 / 57 / 3950 / 77
li1: - / - / - / 677
met1: 12.0 / 35 / 2410 / 620
final timing paths:
path              endpoint  slack, ns  depth (start not counted)
setup / recovery     o[19]      -0.09                          4
hold / removal       o[21]       0.80                          3
metrics by stage:
stage / cell area [um^2] / util [%]
after floorplan: 1080 / -
after global placement: 3070 / 44.5
after detailed placement: 3070 / 44.5
after CTS: 3130 / 45.3
after global routing: 3170 / 45.8
final: 3170 / 45.8
cells by family after synthesis:
family,count (synthesis)
buffers and inverters,7
multiplexers,64
report_power, final:
| group | internal [W] | switching, W |
|---|---|---|
| Sequential | 0 | 0 |
| Combinational | 0.000977 | 0.000304 |
| Clock | 0 | 0 |
| Total | 0.000977 | 0.000304 |
area by class of cell:
class / count / area share (%)
multi-input cells: 64 / 30.4
well taps: 96 / 3.79
repair buffers: 206 / 65.8
repair_timing:
action | 4_1_cts | 5_1_grt
gates cloned | 8 | 0
endpoints found under the setup margin | 64 | 64
gates resized | 396 | 6
Power and IR drop assume default switching activity.
